[/design/flow/run.sh]
#!/bin/bash
# OpenROAD 26Q1-2900-gdf79404cd8, Yosys 0.63+post, stock flow scripts
make -C /OpenROAD-flow-scripts/flow DESIGN_CONFIG=/design/flow/config.mk WORK_HOME=/design/flow/orfs finish
[/design/flow/config.mk]
export PLATFORM = sky130hd
export DESIGN_NAME = Edge_Detection
export DESIGN_NICKNAME = Edge_Detection
export VERILOG_FILES = /design/flow/design.v
export SDC_FILE = /design/flow/constraint.sdc
export NUM_CORES = 4
export LEC_CHECK = 1
export CORE_UTILIZATION = 50
[/design/flow/constraint.sdc]
current_design Edge_Detection

set clk_period 12.2
set clk_io_pct 0.2

create_clock -name clk0 -period $clk_period [get_ports {clk}]

set non_clock_inputs [all_inputs -no_clocks]
set_input_delay [expr $clk_period * $clk_io_pct] -clock clk0 $non_clock_inputs
set_output_delay [expr $clk_period * $clk_io_pct] -clock clk0 [all_outputs]
[/design/flow/design.v]
module Conv(threshold, R0, R1, R2, R3, R4, R5, R6, R7, R8, x, y);
    input signed [19:0] threshold;
    input signed [19:0] R0, R1, R2, R3, R4, R5, R6, R7, R8;
    output reg [7:0] x, y;
    reg signed [19:0] Gx, Gy;
    always @ (*) begin
        Gx <= ((R2 - R0) + (R5 - R3)) + ((R5 - R3) + (R8 - R6));
        if (Gx > threshold)
            x <= 8'd255;
        else
            x <= 0;
        Gy <= ((R0 - R6) + (R1 - R7)) + ((R1 - R7) + (R2 - R8));
        if (Gy > threshold)
            y <= 8'd255;
        else
            y <= 0;
    end
endmodule
module Intensity(R, G, B, Y);
    input  [7:0] R, G, B;
    output signed [19:0] Y;
    assign Y = (R >> 2) + (R >> 5) + (G >> 1) + (G >> 4) + ((B >> 3) - (B >> 7));
endmodule
module LineBuffer(clk, rst, Y, en, R0, R1, R2, R3, R4, R5, R6, R7, R8);
    input clk, rst;
    input  signed [19:0] Y;
    output reg en;
    output reg signed [19:0] R0, R1, R2, R3, R4, R5, R6, R7, R8;
    integer i, counter;
    reg signed [19:0] Regs[0:482+482+3-1];
    always @ (posedge clk or negedge rst) begin
        if (~rst) begin
            R0 <= 0;
            R1 <= 0;
            R2 <= 0;
            R3 <= 0;
            R4 <= 0;
            R5 <= 0;
            R6 <= 0;
            R7 <= 0;
            R8 <= 0;
            counter <= 0;
        end
        else begin
            for (i = 0; i < 482+482+3-1; i=i+1) begin
                Regs[i] <= Regs[i+1];
            end
            Regs[482+482+3-1] <= Y;
            R0 <= Regs[0];
            R1 <= Regs[1];
            R2 <= Regs[2];
            R3 <= Regs[482];
            R4 <= Regs[483];
            R5 <= Regs[484];
            R6 <= Regs[964];
            R7 <= Regs[965];
            R8 <= Regs[966];
            if (counter == 481 || counter == 0)
                en <= 0;
            else
                en <= 1;
            counter <= (counter == 481 ? 0 : counter + 1);
        end
    end
endmodule
module Edge_Detection(clk, rst, threshold, R, G, B, out_x, out_y, en);
    input clk, rst;
    input signed [19:0] threshold;
    input [7:0] R, G, B;
    output [7:0] out_x, out_y;
    output en;
    wire signed [19:0] Y;
    wire signed [19:0] R0, R1, R2, R3, R4, R5, R6, R7, R8;
    Intensity step0(.R(R), .G(G), .B(B), .Y(Y));
    LineBuffer step1(.clk(clk), .rst(rst), .Y(Y), .en(en), .R0(R0), .R1(R1), .R2(R2), .R3(R3), .R4(R4), .R5(R5), .R6(R6), .R7(R7), .R8(R8));
    Conv step2(.threshold(threshold), .R0(R0), .R1(R1), .R2(R2), .R3(R3), .R4(R4), .R5(R5), .R6(R6), .R7(R7), .R8(R8), .x(out_x), .y(out_y));
endmodule
==> impl_metrics.json <==
{
  "postCtsHoldBufs": 0,
  "fillers": 82000,
  "preCtsSetupSlack_ns": 2.65,
  "clock_skew_ns": 0.141,
  "fmax_mhz": 93.9,
  "gr-total-overflow": 0,
  "final_util_pct": 57.1,
  "common_cells": "edfxtp_1, inv_1, dfrtp_1, ha_1, fa_1",
  "p_per_area_nw_per_um2": 206,
  "synthCells": 20700,
  "drv_cap": 0,
  "drt_wl_total_mm": 699,
  "path_max_fanout": 8,
  "post_cts_buffers": 0,
  "coreArea_um2": 1190000,
  "r2r_start": "step1.counter[13]",
  "required_ns": 9.76,
  "avgSynthCellArea_um2": 28.7,
  "worstSkewPairLatency_ns": 1.32,
  "tightest_slew_ns": 1.30,
  "relSlewSlack_pct": 13.1,
  "die_h_mm": 1.09,
  "dpl.hpwl_mm": 318,
  "grt_pass1_wl_mm": 1110,
  "cts_tree": "done",
  "drc_errors": 0,
  "fp_util_pct": 50.2,
  "yosysWarnings": 3,
  "fin_setup_tns_ns": 0,
  "top_area_cell": "edfxtp_1",
  "ys_cells": 20700,
  "grtUsageTotal_pct": 13.5,
  "rsz0062_at_grt": "false",
  "cp-startpoint": "step1.R1[0]",
  "setup_viol": 0,
  "vias": 194000,
  "status": "complete, no violations",
  "die-area_um2": 1190000,
  "cts_resized": 0,
  "clkSinkCount": 19500,
  "ys_ff": 19500,
  "wl_per_cell_um": 17.4,
  "syn_to_final_growth_pct": 13.8,
  "cts_max_path_buffers": 6,
  "dr.pass1.iters": 5,
  "numCtsBuffers": 1903,
  "critical_path_arrival_ns": 8.20,
  "ios": 63,
  "root_buffer": "clkbuf_16",
  "p_leak_nw": 228,
  "cp-start-kind": "register",
  "drv_slew": 0,
  "hold_start": "step1.Regs[1][18]",
  "grt_max_degree": 156,
  "viasPerCell": 4.84,
  "fin_crit_sh_pct": 87.2,
  "fin_crit_ns": 10.64,
  "setup.worst_path.class": "reg -> out",
  "final-hold-violation-count": 0,
  "crit_path_end_kind": "output pin",
  "synth.distinct_cells": 66,
  "tool_warnings": 204,
  "drtAntennaViolNets": 0,
  "ys_seq_share_pct": 98.4,
  "edf_count": 19300,
  "gp_congestion": 0.790,
  "dp.cells": 36700,
  "final.setup.worst_slack_ns": 1.56,
  "yosysChipArea_um2": 595000,
  "cpMaxStageDelayCell": "clkdlybuf4s50_1",
  "drive_gt1_share_pct": 11.6,
  "top_area_share_pct": 97.6,
  "most_common_cell": "edfxtp_1",
  "syn_area_um2": 595000,
  "grt_pass1_vias": 201000,
  "synthArstFlopShare_pct": 0.963,
  "hold_slack_ns": 0.283,
  "flop_cell": "edfxtp_1",
  "dieWidth_mm": 1.09,
  "slowest_delay_ns": 0.53,
  "top_cells_by_area": "edfxtp_1, dfrtp_1, fa_1",
  "portBuffers": 56,
  "finalNonFillerCells": 40200,
  "hp-class": "reg -> reg",
  "antenna_found_initial": 20,
  "crit_buf_inv": 4,
  "clk_pin_slew_ns": 0.06,
  "vdd_drop_max_v": 0.000170,
  "drt_iter0_drc": 15100,
  "htreeDepth": 7,
  "rows": 400,
  "path_delay_family": "AND-OR/OR-AND gates"
}
area by class of cell:
cell class	instances	area, um^2	area share, %
Clock buffer	2336	49600	7.32
Antenna cell	18	45.0	0.00665
Multi-Input combinational cell	847	8120	1.20
Timing Repair Buffer	356	3590	0.531
Tap cell	15700	19600	2.90
Inverter	331	1240	0.184
Sequential cell	19500	585000	86.5
Clock inverter	1095	9390	1.39
kinds of logic after synthesis:
family	share of synthesized area [%]
AND-OR/OR-AND	0.252
adder cells (fa/ha/maj)	0.716
flip-flops	98.4
AND/OR/NAND/NOR	0.220
XOR/XNOR	0.169
buffers and inverters	0.230
multiplexers	0.00336
metal layers:
layer / routed length [um] / track usage (%) / vias to the layer above
li1: - / - / 88600
met1: 303000 / 26.1 / 97200
met4: 23800 / 3.76 / 6
met5: 38 / 0 / -
met3: 111000 / 9.90 / 1849
met2: 261000 / 14.5 / 6709
placed cells by master, fill, tap and decap left out, types with 126 or more instances in the layout:
cell type,synthesis,routed
edfxtp_1,19300,19300
clkbuf_16,0,1915
clkinv_1,0,486
clkbuf_1,2,416
clkinv_2,0,356
inv_1,331,331
buf_4,15,239
dfrtp_1,188,188
bufinv_16,0,149
ha_1,139,138
fa_1,126,126
sequential cells by signal (all words and copies together), names as in the netlist:
register / count
step1.R0: 20
step1.counter: 32
step1.R7: 19
step1.R3: 19
step1.R1: 19
step1.R2: 20
step1.R5: 19
step1.Regs: 19340
step1.en: 1
step1.R8: 20
step1.R6: 20
through the flow:
stage / power [mW] / area (um^2)
2_1_floorplan: 82.7 / 595000
3_3_place_gp: 86.0 / 618000
3_5_place_dp: 85.9 / 618000
4_1_cts: 142 / 677000
5_1_grt: 145 / 677000
6_report: 139 / 677000
worst paths after layout:
check | end | slack [ns] | cells past startpoint
worst max-delay path | out_y[0] | 1.56 | 27
worst min-delay path | step1.R1[18] | 0.28 | 0
worst max register to register | step1.counter[31] | 10.39 | 7
worst min register to register | step1.R1[18] | 0.28 | 0
max in group asynchronous | step1.counter[10] | 7.72 | 6
min in group asynchronous | step1.R8[12] | 1.85 | 3
power by group:
| group | internal [mW] | switching, mW |
|---|---|---|
| Combinational | 1.86 | 3.35 |
| Sequential | 78.0 | 1.14 |
| Clock | 31.8 | 23.1 |
Power and IR drop assume default switching activity.
