**design/flow/config.mk**
```make
export PLATFORM = sky130hd
export DESIGN_NAME = adder_structure
export DESIGN_NICKNAME = adder_structure
export VERILOG_FILES = /design/flow/design.v
export SDC_FILE = /design/flow/constraint.sdc
export NUM_CORES = 4
export LEC_CHECK = 1
export CORE_AREA = 10 10 92 92
export DIE_AREA = 0 0 102 102
```
**design/flow/constraint.sdc**
```tcl
current_design adder_structure

set clk_period 31.2
set clk_io_pct 0.2

create_clock -name clk0 -period $clk_period

set non_clock_inputs [all_inputs -no_clocks]
set_input_delay [expr $clk_period * $clk_io_pct] -clock clk0 $non_clock_inputs
set_output_delay [expr $clk_period * $clk_io_pct] -clock clk0 [all_outputs]
```
**design/flow/design.v**
```verilog
module FA(sum, c_out, a, b, c_in);
    output sum;
    output c_out;
    input  a, b;
    input  c_in;
    wire s1, s2, c1;
    xor U1(s1, a, b);
    and U2(c1, a, b);
    and U3(s2, s1, c_in);
    xor U4(sum, s1, c_in);
    xor U5(c_out, s2, c1);
endmodule
module adder_structure(s, co, a, b, ci);
    parameter width = 32;
    output [width-1:0] s;
    output             co;
    input  [width-1:0] a, b;
    input              ci;
    genvar g;
    wire co_[width-1:0];
    FA fa0(s[0], co_[0], a[0], b[0], ci);
    generate
        for (g=1; g<width; g=g+1) begin : generate_FAs
            FA fa(s[g], co_[g], a[g], b[g], co_[g-1]);
        end
    endgenerate
    assign co = co_[width-1];
endmodule
```
**design/flow/run.sh**
```bash
#!/bin/bash
# OpenROAD 26Q1-2900-gdf79404cd8, Yosys 0.63+post, stock flow scripts
make -C /OpenROAD-flow-scripts/flow DESIGN_CONFIG=/design/flow/config.mk WORK_HOME=/design/flow/orfs finish
```
==> summary.txt <==
The implementation run finished. In this run, distinct cell masters in the synthesized netlist total 3. The critical path starts at a[0]. Overall routed net length landed at 2950 µm. Depth of the worst hold-timing path landed at 5. Per the placement report, the placed cell count is ~210. Setup repair after global routing left no endpoint under its margin. The final layout reports a setup TNS of 0 ns. Number of antenna repair diodes landed at 0. In the Yosys report the total cell count is between 60 and 70.

Number of search-and-repair iterations in the first detailed-routing pass landed at 2. Sequential cell count of the final layout landed at 0. Maximum single-stage delay on the critical path landed at 0.47 ns. In this design, the critical path's most frequently occurring cell is sky130_fd_sc_hd__fa_1. Per the final timing report, the hold violations number 0. The kind of cell with the highest combined delay along the critical path is adder cells. Total of fill cells in the finished design landed at between 600 and 700. Site row count landed at 29. Count of synthesis-stage warnings from yosys landed at 1. Worst path arrival time landed at ~20 ns. The worst hold path belongs to the class in -> out. According to the floorplan report, the placeable core area is roughly 0.0065 mm². The congestion estimate from routability-driven global placement came to 0.717. Number of routed nets with antenna violations landed at 0.

The first global-routing pass estimated around 4500 µm of wire. The stat command in Yosys gives a chip area of between 800 and 900 µm². The final critical path takes up between 80 and 90% of the cycle.

Looking at hold timing, the worst path starts from b[31]. Share of the yosys chip area belonging to registers landed at 0%. The die is 102 µm tall. In this run the full chip footprint comes out at ~0.010 mm².

Clock buffer count in the final layout landed at 0. Entering global routing, the biggest net connects 2 pins. The transition time recorded at the tightest slew-check pin is around 0.11 ns. Ranking logic cells in the layout by count gives the top entries 98 x sky130_fd_sc_hd__clkdlybuf4s50_1, 32 x sky130_fd_sc_hd__fa_1, 5 x sky130_fd_sc_hd__inv_1. Mapped cell area landed at 900 µm².

Leakage power summed over all cells landed at about 0.64 nW. The run finished with clean final reports. Count of hold-fix buffers inserted at cts landed at 0.

Upper clock frequency limit landed at between 0.03 and 0.04 GHz. Synthesized area per cell landed at ~13 µm². Final tally of max-slew violations landed at 0.

The placed instances occupy a cell area of approximately 0.0017 mm². X dimension of the die landed at 102 µm. Effective utilization at floorplan landed at 13.9%.

Reported max-cap violation count landed at 0. Warnings raised by the tools during the run amount to 32. Per the power-grid run, VDD falls by no more than slightly below 0.006 mV. In the final layout, flip-flops and latches occupy 0 µm². Number of DRC violations after detailed routing landed at 0. The endpoint of the worst hold path is reported as s[31].

Number of endpoints failing setup at the final stage landed at 0. Total buffers and inverters traversed by the critical path landed at 4. Measured on the finished design, the core utilization comes to a little over a quarter.

For this design the ratio of total power to cell area is around 19 mW/mm². Initial antenna violation count landed at 0. Looking at the post-CTS report, the setup buffer insertion count equals 0. Per the final layout report, the fraction of cells sized above drive strength 1 comes to 0%. The final report lists a non-filler cell total of around 210. Across every metal layer, demand over resource in global routing totals 5.46%. STA on the placed design reports a worst setup slack of about 5.0 ns.

The layout report lists the multi-input gate area as 641 µm². Via-per-instance ratio landed at ~3.3. Average wire per cell in the routed design landed at 13.9 µm. Number of I/O port buffers landed at 98.

Number of top-level design ports landed at ~98. Smallest setup slack after layout landed at 5.05 ns. The worst pin sits at a relative slew slack of between 90% and 100%. Remaining global-route overflow landed at 0. Worst-path maximum fanout landed at 1. STA classifies the critical path endpoint as a primary output. The worst setup path is launched from a primary input. The routed layout has ~700 vias. Time the worst path needs with I/O delays and setup landed at around 26 ns. The data required time reported for the critical path is between 20 and 25 ns.

Design area landed at 0.00174 mm². The worst setup path is of the in -> out kind. The cell count after synthesis came out at a little under 70. After clock tree synthesis, the repair step resized 0 gates.

The timing report shows that the slowest cell on the worst path is sky130_fd_sc_hd__clkdlybuf4s50_1. Leaving out fill and tap cells, the most frequent cell in the layout is sky130_fd_sc_hd__clkdlybuf4s50_1. Iteration-0 DRC count of the detailed router landed at 1. The number of global-route vias before repair is between 800 and 900. Layout overhead on the synthesized area landed at 93.0%. Summed over all nets, the half-perimeter wirelength after detailed placement is about 3000 µm.
metrics by stage:
step	hold WS (ns)	power (W)
after floorplan	12.69	0.0000165
after global placement	13.55	0.0000350
after detailed placement	13.55	0.0000352
after CTS	13.55	0.0000353
after global routing	13.58	0.0000385
final	13.54	0.0000338
power breakdown:
group          total [W]  internal [W]  leakage [nW]  switching, W
clock network          0             0             0             0
registers              0             0             0             0
logic          0.0000338     0.0000253         0.644    0.00000853
total          0.0000338     0.0000253         0.644    0.00000853
cells by family after synthesis:
logic type / after synthesis / synth area share, %
adders and majority gates: 32 / 71.2
buffers and inverters: 37 / 28.8
tightest hold or removal path: cells and delay by family:
family	cells	cell delay, ns
adders and majority gates	1	0.15
buffers and inverters	4	0.90
per-layer routing:
metal,part of all wire (%),track usage (%)
met2,33,7.21
met1,36,6.25
met3,31,6.00
met5,0,0
met4,0,0
worst max-delay path by stage:
stage / endpoint / slack [ns] / cells after the start
after CTS: s[31] / 4.93 / 36
after global routing: s[31] / 4.56 / 36
final: s[31] / 5.05 / 36
synthesized netlist by cell type (all sizes together):
library cell / instances / area share (%)
inv: 5 / 2.1
buf: 32 / 27
fa: 32 / 71
final cells by class:
class,instances,share of cell area [%]
Tap cell,77,5.55
Multi-Input combinational cell,32,36.9
Timing Repair Buffer,98,56.5
Inverter,5,1.08
Power and IR drop assume default switching activity.
